<file path="design.v">
module ahb_slave(hclk,hresetn,hwrite,hreadyin,htrans,haddr,hwdata,valid,haddr1,haddr2,haddr3,haddr4,hwdata1,hwdata2,hwdata3,hwdata4,hwritereg,hwritereg1,tempselx);
input hclk,hresetn,hwrite,hreadyin;
input [1:0]htrans;
input [31:0]haddr,hwdata; 
output reg valid,hwritereg,hwritereg1;
output reg [2:0]tempselx;
output reg [31:0] haddr1,haddr2,haddr3,haddr4,hwdata1,hwdata2,hwdata3,hwdata4;
always @(posedge hclk)
  begin
    if(!hresetn)
      begin
        haddr1<=0;
        haddr2<=0;
	haddr3<=0;
        haddr4<=0;
      end
    else
      begin
        haddr1<=haddr;
        haddr2<=haddr1;
	haddr3<=haddr2;
	 haddr4<=haddr3;
      end
  end
always @(posedge hclk)
  begin
    if(!hresetn)
      begin
        hwdata1<=0;
        hwdata2<=0;
	hwdata3<=0;
        hwdata4<=0;
      end
    else
      begin
        hwdata1<=hwdata;
        hwdata2<=hwdata1;
	hwdata3<=hwdata2;
        hwdata4<=hwdata3;
      end
  end
always @(posedge hclk)
  begin
    if(!hresetn)
      begin
        hwritereg<=0;
        hwritereg1<=0; 
      end
    else
      begin
        hwritereg<=hwrite;
        hwritereg1<=hwritereg;
      end
  end
always @(*)
  begin
    valid=1'b0;
    if(hreadyin==1 && haddr>=32'h8000_0000 && haddr<32'h8c00_0000 && (htrans==2'b10 || htrans==2'b11))
      valid=1;
    else
      valid=0;
  end
always @(*)
  begin
    tempselx=3'b000;
    if(haddr>=32'h8000_0000 && haddr<32'h8400_0000)
      tempselx=3'b001; 
    else if(haddr>=32'h8400_0000 && haddr<32'h8800_0000)
      tempselx=3'b010; 
    else if(haddr>=32'h8800_0000 && haddr<32'h8c00_0000)
      tempselx=3'b100; 
  end 
endmodule
module apb_controller(hclk,hresetn,hwrite,hwritereg,hwritereg1,haddr1,haddr2,haddr3,haddr4,haddr,hwdata,hwdata1,hwdata2,hwdata3,hwdata4,tempselx,valid,prdata,pwrite,penable,psel,paddr,pwdata,hr_readyout,hresp,hrdata);
input hclk,hresetn,hwrite,hwritereg,hwritereg1,valid;
input[31:0]haddr1,haddr2,haddr3,haddr4,haddr,hwdata1,hwdata2,hwdata3,hwdata4,hwdata,prdata;
input [2:0]tempselx;
output reg hr_readyout,pwrite,penable;
output [1:0]hresp;
output reg [2:0]psel;
output reg [31:0]paddr,pwdata;
output [31:0]hrdata;
reg penable_temp,pwrite_temp,hr_readyout_temp;
reg [2:0]psel_temp;
reg [31:0]paddr_temp,pwdata_temp;
reg [2:0]present,next;
parameter ST_IDLE=3'b000,
          ST_READ=3'b001,
          ST_RENABLE=3'b010,
          ST_WENABLE=3'b011,
          ST_WRITE=3'b100,
          ST_WWAIT=3'b101,
          ST_WRITEP=3'b110,
          ST_WENABLEP=3'b111;
always@(posedge hclk)
  begin
    if(!hresetn)
      present<=ST_IDLE;
    else
      present<=next;
  end
always@ (*)
  begin
    next=ST_IDLE;
    case(present)
      ST_IDLE:
       begin
        if(valid==1 && hwrite==1)
          next=ST_WWAIT;
        else if(valid==1 && hwrite==0)
          next=ST_READ;
        else 
          next=ST_IDLE;
       end
      ST_WWAIT:
       begin
        if(valid)
          next=ST_WRITEP;
        else
          next=ST_WRITE;
       end
      ST_WRITE:
       begin
        if(valid)
          next=ST_WENABLEP;
        else
          next=ST_WENABLE;
       end
      ST_WENABLE:
       begin
        if(valid==1 && hwrite==0)
          next=ST_READ;
        else if(valid==1 && hwrite==1)
          next=ST_WWAIT;
        else if(valid==0)
          next=ST_IDLE;
       end
      ST_READ:next= ST_RENABLE;
      ST_RENABLE:
       begin
        if(valid==1 && hwrite==0)
          next=ST_READ;
        else if(valid==1 && hwrite==1)
          next=ST_WWAIT;
        else if(valid==0)
          next=ST_IDLE;
       end
      ST_WENABLEP:
       begin
        if(hwritereg1==0)
          next=ST_READ;
        else if(valid==1 && hwritereg==1)
          next=ST_WRITEP;
        else if(valid==0 && hwritereg1==1)
          next=ST_WRITE;
       end
      ST_WRITEP: next=ST_WENABLEP;
      default: next=ST_IDLE;
    endcase  
  end
always@(*)
  begin
    case(present)
      ST_IDLE:
       begin
        if(valid==1 && hwrite==0)
         begin
           paddr_temp=haddr;
	   pwdata_temp=hwdata; 
           pwrite_temp=hwrite; 
           psel_temp=tempselx;
           penable_temp=0;
           hr_readyout_temp=0;
         end
        else if(valid==1 && hwrite==1)
         begin
	   paddr_temp=haddr1;
	   pwrite_temp=hwritereg;
	   pwdata_temp=hwdata;
           psel_temp=0;
           penable_temp=0;
           hr_readyout_temp=1;
         end
        else
         begin
	   paddr_temp=haddr1; 
	   pwrite_temp=hwritereg; 
	   pwdata_temp=hwdata1; 
           psel_temp=0;
           penable_temp=0;
           hr_readyout_temp=1'b1;
         end
       end
      ST_READ:
       begin
        if(!hwritereg) 
	  begin
	    paddr_temp=haddr1;
	    pwdata_temp=hwdata; 
	    pwrite_temp=0;
   	    psel_temp=tempselx;
            penable_temp=1;
            hr_readyout_temp = 1'b1;
	   end
	 else 
	   begin
	     paddr_temp=haddr3;
	     pwdata_temp=hwdata3;
	     pwrite_temp=0;
   	     psel_temp=tempselx;
             penable_temp=1;
             hr_readyout_temp = 1'b1;
	   end
       end
      ST_RENABLE:
       begin
        if(valid==1 && hwrite==0)
         begin
           paddr_temp=haddr;
	   pwdata_temp=hwdata; 
           pwrite_temp=hwrite;
           psel_temp=tempselx;
           penable_temp=0;
           hr_readyout_temp=0;
         end
        else if(valid==1 && hwrite==1)
         begin
	   paddr_temp=haddr4;
   	   pwdata_temp=hwdata4;
	   pwrite_temp=0;
           psel_temp=0;
           penable_temp=0;
           hr_readyout_temp=1;
         end
        else
         begin
	   paddr_temp=haddr2;
	   pwdata_temp=hwdata;
	   pwrite_temp=1'b0;
           psel_temp=0;
           penable_temp=0;
           hr_readyout_temp=1; 
         end     
       end 
      ST_WWAIT:
       begin
         if(valid)
	   begin
	     paddr_temp=haddr1;
             pwdata_temp=hwdata;
             pwrite_temp=hwritereg; 
             psel_temp=tempselx;
             penable_temp=0;
             hr_readyout_temp=0; 
	   end
	  else
	    begin
	      paddr_temp=haddr1;
              pwdata_temp=hwdata;
              pwrite_temp=hwritereg; 
              psel_temp=tempselx;
              penable_temp=0;
              hr_readyout_temp=1; 
	    end
       end
      ST_WRITE:
       begin
         if(hwritereg1) 
	   begin
	     paddr_temp=haddr2; 
	     pwdata_temp=hwdata1;
	     psel_temp=tempselx;
	     pwrite_temp=1;
             penable_temp=1;
             hr_readyout_temp=1; 
	   end
	 else 
	   begin
	     paddr_temp=haddr3; 
	     pwdata_temp=hwdata1;
	     psel_temp=tempselx;
	     pwrite_temp=1;
             penable_temp=1;
             hr_readyout_temp=1; 
	   end
       end
      ST_WENABLE: 
       begin
        if(valid==1 && hwrite==0) 
         begin
	   paddr_temp=haddr; 
           pwdata_temp=hwdata; 
	   pwrite_temp=hwritereg;
           psel_temp=0;
           penable_temp=0;
           hr_readyout_temp=1'bx;
         end
        else if(valid==1 && hwrite==1) 
         begin 
           paddr_temp=haddr1;
	   pwdata_temp=hwdata; 
           pwrite_temp=hwritereg;
           psel_temp=tempselx;
           penable_temp=0;
           hr_readyout_temp=0;
         end
        else
         begin
	   paddr_temp=haddr3;
	   pwdata_temp=hwdata2;
	   pwrite_temp=1;
           psel_temp=0;
           penable_temp=0;
           hr_readyout_temp=1; 
         end 
       end
      ST_WRITEP:
       begin
	 if(hwritereg==0) 
           begin
	     paddr_temp=haddr2; 
	     pwdata_temp=hwdata1;
	     pwrite_temp=1;
	     psel_temp=tempselx;
             penable_temp=1;
             hr_readyout_temp=0;		  
           end
         else if(hwdata2!=8'hxx) 
           begin
	     paddr_temp=haddr3; 
	     pwdata_temp=hwdata1;
	     pwrite_temp=1;
	     psel_temp=tempselx;
             penable_temp=1;
             hr_readyout_temp=1;           
           end 
      else 
       begin
         paddr_temp=haddr2;
	 pwdata_temp=hwdata1;
	 pwrite_temp=1;
	 psel_temp=tempselx;
         penable_temp=1;
         hr_readyout_temp=1; 
       end
      end
      ST_WENABLEP:
       begin
         if(valid==0 && hwritereg1==1)
	   begin
	     paddr_temp=haddr2;
             pwdata_temp=hwdata;
             pwrite_temp=hwritereg1; 
             psel_temp=tempselx;
             penable_temp=0;
             hr_readyout_temp=1'b1; 
	   end
	  else if(valid==1 && hwritereg==1)
	    begin
              paddr_temp=haddr2;
              pwdata_temp=hwdata;
              pwrite_temp=hwritereg1; 
              psel_temp=tempselx;
              penable_temp=0;
              hr_readyout_temp=0; 
	    end
	   else  
	     begin
               paddr_temp=haddr2;
               pwdata_temp=hwdata2;
               pwrite_temp=hwritereg1; 
               psel_temp=tempselx;
               penable_temp=0;
               hr_readyout_temp=0;			
	     end 
       end
    endcase
  end
always @(posedge hclk)
  begin
    if(!hresetn)
      begin
        paddr<=0;
        pwdata<=0;
        pwrite<=0;
        psel<=0;
        penable<=0;
        hr_readyout<=1;
      end
    else
      begin
        paddr<=paddr_temp;
        pwdata<=pwdata_temp;
        pwrite<=pwrite_temp;
        psel<=psel_temp;
        penable<=penable_temp;
        hr_readyout<=hr_readyout_temp;
      end
  end
  assign hrdata=prdata; 
  assign hresp=0; 
endmodule
module bridge_top(hclk,hresetn,hwrite,haddr,hwdata,hreadyin,htrans,prdata,pwrite,penable,psel,paddr,pwdata,hrdata,hr_readyout,hresp);
input hclk,hresetn,hwrite,hreadyin;
input [1:0]htrans;
input [31:0]haddr,hwdata,prdata;
output pwrite,penable,hr_readyout;
output [1:0]hresp;
output [2:0]psel;
output [31:0]paddr,pwdata,hrdata;
wire [31:0] hwdata1,hwdata2,hwdata3,hwdata4,haddr1,haddr2,haddr3,haddr4,prdata;
wire [2:0]tempselx;
wire valid,hwritereg,hwritereg1;
ahb_slave ahb_sl(hclk,hresetn,hwrite,hreadyin,htrans,haddr,hwdata,valid,haddr1,haddr2,haddr3,haddr4,hwdata1,hwdata2,hwdata3,hwdata4,hwritereg,hwritereg1,tempselx);
apb_controller apb_c(hclk,hresetn,hwrite,hwritereg,hwritereg1,haddr1,haddr2,haddr3,haddr4,haddr,hwdata,hwdata1,hwdata2,hwdata3,hwdata4,tempselx,valid,prdata,pwrite,penable,psel,paddr,pwdata,hr_readyout,hresp,hrdata);
endmodule
</file>
<file path="config.mk">
export PLATFORM = sky130hd
export DESIGN_NAME = bridge_top
export DESIGN_NICKNAME = bridge_top
export VERILOG_FILES = /design/flow/design.v
export SDC_FILE = /design/flow/constraint.sdc
export NUM_CORES = 4
export LEC_CHECK = 1
export CORE_UTILIZATION = 50
</file>
<file path="constraint.sdc">
current_design bridge_top

set clk_period 10.1
set clk_io_pct 0.2

create_clock -name clk0 -period $clk_period [get_ports {hclk}]

set non_clock_inputs [all_inputs -no_clocks]
set_input_delay [expr $clk_period * $clk_io_pct] -clock clk0 $non_clock_inputs
set_output_delay [expr $clk_period * $clk_io_pct] -clock clk0 [all_outputs]
</file>
<file path="run.sh">
#!/bin/bash
# OpenROAD 26Q1-2900-gdf79404cd8, Yosys 0.63+post, stock flow scripts
make -C /OpenROAD-flow-scripts/flow DESIGN_CONFIG=/design/flow/config.mk WORK_HOME=/design/flow/orfs finish
</file>
==> datasheet_impl.txt <==
Table: implementation figures

Parameter                              Value

Routing
  Ratio of routed vias to standard cells .................. 6.24
  Initial DRC count .................. 1426
  Overall via count from detail_route .................. about 14k
  Drt total wl .................. about 47 mm
  Iteration count of the initial detailed-routing pass .................. 9
  DRC violation count after routing .................. 0
  Residual antenna-violating net count after detailed routing .................. 0
  Average routed wire per standard cell .................. 20.9 µm

STA
  Max frequency .................. 0.199 GHz
  Post-layout period usage of the worst path .................. 0.498
  Final number of max-transition violations .................. 0
  Final Hold Vio Count .................. 0
  Transition time at the pin with the least slew margin .................. 0.788 ns
  Tmin final .................. 5.03 ns
  Worst slew margin relative to its limit .................. 0.474
  Setup Total Neg Slack .................. 0 ns
  Number of setup violations in the final report .................. 0
  Worst setup skew after layout .................. between 0.01 and 0.015 ns
  Setup repair after global routing missed its margin .................. false

Power
  Standby leakage power .................. 7.30 nW
  Relative contribution of sequential cells to total power .................. 0.459
  Proportion of power drawn by the clock network .................. 0.470
  Net Switching .................. around 700 µW
  Cell area power density .................. around 160 nW/µm²
  Comb power frac .................. 0.071
  Switching portion of total power .................. 0.227
  Peak supply drop .................. 0.000127 V
  Internal power .................. 2.37 mW

Setup path
  CP startpoint kind .................. primary input
  Most frequent CP cell .................. sky130_fd_sc_hd__buf_4
  Type of element capturing the critical path .................. flop
  Delay contributed by the slowest stage of the critical path .................. 0.64 ns
  Count of cells along the worst register-to-register path .................. 6
  Arrival time worst endpoint .................. 5.43 ns
  CP required .................. 10.51 ns
  Standard cell with the maximum stage delay on the critical path .................. sky130_fd_sc_hd__buf_4
  WS Path Type .................. primary input to flop
  Crit path cell chain .................. clkdlybuf4s50_1, nor3_4, buf_4, nand3_2, buf_4, mux2i_4, buf_4, mux2i_1, o311a_1
  Crit-path max FO .................. 59

Synthesis
  Avg Inst Size Synth .................. 8.91 µm²
  Most common flop cell mapped by yosys .................. sky130_fd_sc_hd__dfxtp_1
  Leading post-synthesis cells by instance count .................. sky130_fd_sc_hd__dfxtp_1, sky130_fd_sc_hd__and2_1, sky130_fd_sc_hd__nand2_1, sky130_fd_sc_hd__mux2i_1, sky130_fd_sc_hd__clkbuf_1
  Area of the mapped netlist .................. 16100 µm²
  Yosys warning tally .................. 2
  Yosys stat cell total .................. roughly 1.8k
  Synthesis area per yosys .................. 16100 µm²
  Count of library flops with an enable pin .................. 0
  Fraction of registers with async set/reset .................. 0
  Synth unique cells .................. 50
  Area contributors post-synth .................. sky130_fd_sc_hd__dfxtp_1, sky130_fd_sc_hd__and2_1, sky130_fd_sc_hd__mux2i_1, sky130_fd_sc_hd__nand2_1, sky130_fd_sc_hd__a222oi_1
  Number of register bits inferred by synthesis .................. ~340
  Synth top area share .................. 0.417
  Yosys top cell by instances .................. sky130_fd_sc_hd__dfxtp_1
  Area leader, netlist .................. sky130_fd_sc_hd__dfxtp_1
  Proportion of synthesized chip area in sequential cells .................. 0.417
  Synthesized instance count .................. 1812

GRT
  Met2 routing resource usage after global routing .................. 0.438
  Met3 track demand over resource in global routing .................. 0.0607
  GR peak layer .................. met2
  Aggregate global routing overflow .................. 0
  Pin count of the biggest net entering global routing .................. 115
  Total global-route track usage .................. 0.290
  Number of antenna violations at the first check in global routing .................. 2
  Number of global-route vias before repair .................. between 10k and 15k
  First-pass GRT wire length .................. ~73 mm
  Global-route met1 utilization .................. 0.425

Worst hold path
  Worst hold-check path type .................. flop to flop
  Number of stages on the worst hold path .................. 1

Clock tree
  Num CTS Buffers .................. 39
  Clock Tree Buf Depth .................. 3
  Setup repair bufs after CTS .................. 0
  Clock latency at the later pin of the worst-skew pair .................. 0.52 ns
  CTS root buffer .................. sky130_fd_sc_hd__clkbuf_16
  H-tree levels .................. 2
  Clock slew at the register clock pins of the worst setup and hold paths .................. 0.06 ns
  Count of hold buffers inserted by post-cts repair .................. 0
  TritonCTS clock tree .................. done
  Number of instances resized during post-cts repair .................. 0
  Clock sink count .................. 336

Die
  I/O Pins .................. ~210
  Die y size .................. 182 µm
  CORE AREA .................. 31600 µm²
  Width of the die .................. 182 µm
  Area of the die .................. ~33000 µm²
  Fp_density .................. 0.510
  Standard-cell rows .................. around 65

Outcome
  Outcome .................. finished clean

Place
  Port Buffers .................. between 100 and 150
  Detail Placement HPWL .................. 24.1 mm
  Dpl cell area .................. 17300 µm²
  Weighted congestion at the end of routability-driven global placement .................. 0.851

Finish
  Proportion of layout cells with a drive suffix above 1 .................. 0.0904
  Cell area after layout .................. about 19000 µm²
  Layout area overhead .................. 15.6%

Run
  # Max-Cap Violations .................. 0
  Number of warnings in the stage logs .................. 29
## metrics by stage
| stage | std cells | utilization | hold WS (ns) | setup slack (ns) | power, mW |
|---|---|---|---|---|---|
| 2_1_floorplan | 1813 | - | 0.430 | 5.96 | 1.56 |
| 3_3_place_gp | 2168 | 0.547 | 0.440 | 4.60 | 1.65 |
| 3_5_place_dp | 2168 | 0.547 | 0.441 | 4.59 | 1.65 |
| 4_1_cts | 2239 | 0.590 | 0.452 | 5.14 | 3.10 |
| 5_1_grt | 2239 | 0.590 | 0.475 | 4.93 | 3.18 |
| 6_report | 2240 | 0.590 | 0.454 | 5.07 | 3.07 |
## flip-flops by register name (all words and copies together) (netlist names), 3 cells and up
name / count
ahb_sl.haddr2: 32
apb_c.paddr: 32
apb_c.psel: 3
ahb_sl.hwdata1: 32
ahb_sl.haddr1: 32
apb_c.present: 8
ahb_sl.haddr4: 32
apb_c.pwdata: 32
ahb_sl.hwdata2: 32
ahb_sl.hwdata3: 32
ahb_sl.hwdata4: 32
ahb_sl.haddr3: 32
## worst paths after layout
check | from | endpoint | slack (ns)
setup / recovery | haddr[29] | apb_c.pwdata[24]$_SDFF_PN0_ | 5.07
hold / removal | ahb_sl.hwdata3[5]$_SDFF_PN0_ | ahb_sl.hwdata4[5]$_SDFF_PN0_ | 0.45
setup reg to reg | apb_c.present[3]$_DFF_P_ | apb_c.paddr[20]$_SDFF_PN0_ | 7.16
hold reg to reg | ahb_sl.hwdata3[5]$_SDFF_PN0_ | ahb_sl.hwdata4[5]$_SDFF_PN0_ | 0.45
## routing by layer
metal  vias up  routed length (µm)
met3       114                3950
met1      6649               20300
li1       6559                   -
met4         2                1340
met5         -                  13
met2       658               21300
## power by group through the flow
stage     combinational [mW]  clock (mW)  sequential, mW
6_report               0.219        1.44            1.41
5_1_grt                0.238        1.53            1.41
4_1_cts                0.219        1.47            1.41
## worst max-delay path, delay by kind of cell
kind / cells / cell delay, ns
buffers and inverters: 4 / 2.19
multiplexers: 2 / 0.40
AND-OR/OR-AND: 1 / 0.31
AND/OR/NAND/NOR: 2 / 0.43
## cells in the final DEF, fill, tap and decap left out, drive strengths merged, types with 29 or more instances in the layout
| master | count |
|---|---|
| a211oi | 29 |
| a21oi | 74 |
| a222oi | 54 |
| a31oi | 66 |
| and2 | 257 |
| buf | 35 |
| clkbuf | 62 |
| clkdlybuf4s50 | 136 |
| dfxtp | 336 |
| mux2 | 48 |
| mux2i | 136 |
| nand2 | 188 |
| nand3 | 108 |
| o311a | 33 |
## logic make-up (layout without fill, tap and decap cells)
logic type	after synthesis	count (layout)	share of synthesized area
compound gates	404	404	0.183
xor+xnor	1	1	0.000543
buf+inv	227	251	0.0649
flops	336	336	0.417
mux	184	184	0.119
other cells	1	3	0.000232
simple gates	659	659	0.216
## final cells by class
class / instances / area [µm²]
Antenna cell: 1 / 2.50
Clock buffer: 62 / 1240
Clock inverter: 9 / 95.1
Fill cell: 2657 / 13000
Inverter: 9 / 33.8
Multi-Input combinational cell: 1250 / 8420
Sequential cell: 336 / 6740
Tap cell: 402 / 503
Timing Repair Buffer: 171 / 1630
Power is estimated from default activity; no workload was simulated.
